--- design.v ---
module SUBWAY(
    clk,
    rst_n,
    in_valid,
    init,
    in0,
    in1,
    in2,
    in3,
    out_valid,
    out
);
input clk, rst_n;
input in_valid;
input [1:0] init;
input [1:0] in0, in1, in2, in3; 
output reg       out_valid;
output reg [1:0] out;
parameter S_IDLE = 0;
parameter S_INPUT = 1;
parameter S_INPUTANDCOMPUTE = 2;
parameter S_COMPUTEANDOUT = 3;
parameter S_OUT = 4;
integer i, j, ii;
reg [2:0] state, next_state;
reg [1:0] queueOfIn[0:3][0:3];
reg [1:0] queueOfOut[0:59];
reg [5:0] ctr;
reg [1:0] action;
reg [1:0] position;
reg [1:0] position_comb;
reg [1:0] in[3:0];
reg [1:0] exit;
always @(posedge clk or negedge rst_n)
	if (!rst_n)
		state <= S_IDLE;
	else
		state <= next_state;
always @(*)
	case(state)
		S_IDLE:				next_state = in_valid ? S_INPUT : S_IDLE;
		S_INPUT:			next_state = ctr == 4 ? S_INPUTANDCOMPUTE : S_INPUT;
		S_INPUTANDCOMPUTE:	next_state = in_valid ? S_INPUTANDCOMPUTE : S_COMPUTEANDOUT;
		S_COMPUTEANDOUT:	next_state = ctr == 4 ? S_OUT : S_COMPUTEANDOUT;  
		S_OUT:				next_state = ctr == 63 ? S_IDLE : S_OUT;
		default:			next_state = S_IDLE;
	endcase
always @(posedge clk)
	if (state == S_IDLE && next_state == S_INPUT)
		position <= init;
	else if (next_state == S_INPUTANDCOMPUTE)
		position <= position_comb;
always @(*)
	if (action == 2'd1)
		position_comb = position + 1;  
	else if (action == 2'd2)
		position_comb = position - 1;
	else
		position_comb = position;
always @(posedge clk)
	if (next_state == S_INPUT || next_state == S_COMPUTEANDOUT || next_state == S_OUT)
		ctr <= ctr + 1;
	else
		ctr <= 0;
always @(posedge clk)
	if (next_state == S_IDLE)  
		for (i = 0; i < 4; i = i + 1)
			for (j = 0; j < 4; j = j + 1)
				queueOfIn[i][j] <= 0;
	else if (next_state == S_INPUT || next_state == S_INPUTANDCOMPUTE || next_state == S_COMPUTEANDOUT)
		for (i = 0; i < 4; i = i + 1)
			for (j = 0; j < 4; j = j + 1)
				if (j == 3) begin
					queueOfIn[0][j] <= in0;
					queueOfIn[1][j] <= in1;
					queueOfIn[2][j] <= in2;
					queueOfIn[3][j] <= in3;
				end
				else
					queueOfIn[i][j] <= queueOfIn[i][j + 1];
always @(posedge clk)
	if (next_state == S_IDLE)  
		for (ii = 0; ii < 60; ii = ii + 1)
				queueOfOut[ii] <= 0;
	else if (next_state == S_INPUTANDCOMPUTE || next_state == S_COMPUTEANDOUT || next_state == S_OUT)
		for (ii = 0; ii < 60; ii = ii + 1)
			if (ii == 59)
				queueOfOut[ii] <= action;
			else
				queueOfOut[ii] <= queueOfOut[ii + 1];
assign trainInterval = queueOfIn[0][0] == 2'b11 || queueOfIn[1][0] == 2'b11 || queueOfIn[2][0] == 2'b11 || queueOfIn[3][0] == 2'b11; 
always @(*)  
	if (next_state == S_INPUTANDCOMPUTE) begin
		if (position == 0) begin
			if (trainInterval) begin
				if (queueOfIn[0][1] == 2'b01)
					action = 2'd3;
				else
					action = 2'd0;
			end
			else if (position < exit && queueOfIn[1][1] == 2'b00)
				action = 2'd1;
			else if (queueOfIn[0][1] == 2'b01)
				action = 2'd3;
			else
				action = 2'd0;
		end
		else if (position == 1) begin
			if (trainInterval) begin
				if (queueOfIn[1][1] == 2'b01)
					action = 2'd3;
				else
					action = 2'd0;
			end
			else if (position < exit && queueOfIn[2][1] == 2'b00)
				action = 2'd1;
			else if (position > exit && queueOfIn[0][1] == 2'b00)
				action = 2'd2;
			else if (queueOfIn[1][1] == 2'b01)
				action = 2'd3;
			else
				action = 2'd0;
		end
		else if (position == 2)
			if (trainInterval) begin
				if (queueOfIn[2][1] == 2'b01)
					action = 2'd3;
				else
					action = 2'd0;
			end
			else if (position < exit && queueOfIn[3][1] == 2'b00)
				action = 2'd1;
			else if (position > exit && queueOfIn[1][1] == 2'b00)
				action = 2'd2;
			else if (queueOfIn[2][1] == 2'b01)
				action = 2'd3;
			else
				action = 2'd0;
		else begin
			if (trainInterval) begin
				if (queueOfIn[3][1] == 2'b01)
					action = 2'd3;
				else
					action = 2'd0;
			end
			else if (position > exit && queueOfIn[2][1] == 2'b00)
				action = 2'd2;
			else if (queueOfIn[3][1] == 2'b01)
				action = 2'd3;
			else
				action = 2'd0;
		end		
	end
	else begin
		if (queueOfIn[position][1] == 2'b01)
			action = 2'd3;
		else
			action = 2'd0;
	end
always @(*) begin
	in[0] = in0;
	in[1] = in1;
	in[2] = in2;
	in[3] = in3;
end
always @(*)
	if (in[position] != 2'b11)
		exit = position;
	else if (in1 != 2'b11 && in2 != 2'b11)
		if (position == 0)
			exit = 1;
		else
			exit = 2;
	else if (in1 != 2'b11)
		exit = 1;
	else if (in2 != 2'b11)
		exit = 2;
	else if (in0 != 2'b11 && in3 != 2'b11)
		if (position == 1)
			exit = 0;
		else
			exit = 3;
	else if (in0 != 2'b11)
		exit = 0;
	else
		exit = 3;
always @(posedge clk or negedge rst_n)
	if (!rst_n)
		out_valid <= 0;
	else if (next_state == S_COMPUTEANDOUT || next_state == S_OUT)
		out_valid <= 1;
	else
		out_valid <= 0;
always @(posedge clk or negedge rst_n)
	if (!rst_n)
		out <= 0;
	else if (next_state == S_COMPUTEANDOUT || next_state == S_OUT)
		out <= queueOfOut[0];  
	else
		out <= 0;
endmodule
--- constraint.sdc ---
current_design SUBWAY

set clk_period 13.4
set clk_io_pct 0.2

create_clock -name clk0 -period $clk_period [get_ports {clk}]

set non_clock_inputs [all_inputs -no_clocks]
set_input_delay [expr $clk_period * $clk_io_pct] -clock clk0 $non_clock_inputs
set_output_delay [expr $clk_period * $clk_io_pct] -clock clk0 [all_outputs]
--- run.sh ---
#!/bin/bash
# OpenROAD 26Q1-2900-gdf79404cd8, Yosys 0.63+post, stock flow scripts
make -C /OpenROAD-flow-scripts/flow DESIGN_CONFIG=/design/flow/config.mk WORK_HOME=/design/flow/orfs finish
--- config.mk ---
export PLATFORM = sky130hd
export DESIGN_NAME = SUBWAY
export DESIGN_NICKNAME = SUBWAY
export VERILOG_FILES = /design/flow/design.v
export SDC_FILE = /design/flow/constraint.sdc
export NUM_CORES = 4
export LEC_CHECK = 1
export CORE_UTILIZATION = 30
==> flow_summary.toml <==
# implementation run metrics
[finish]
final_core_utilization_pct = 35.3
layout-area-overhead-vs-synth_pct = 13.9
layout-drive-gt1-share_pct = 5.93
regArea_um2 = 3420
layoutNonFillerInstCount = 1029
finalInstanceArea_um2 = 7260
multi_input_comb_area_um2 = 2680
n_fill_cell = 2057

[clock_tree]
cts_post_setup_buffers_inserted = 0
clkTransAtPathRegs_ps = 70
ctsHtreeMaxLevel = 4
ctsResizeCount = 0
clk_root_buffer_cell = "sky130_fd_sc_hd__clkbuf_16"
clock_tree_buffer_depth = 2
cts_sinks = 168
clock_latency_ps = 420
tritoncts = "done"
cts_hold_buf = 0
cts_buffers = 17

[synth]
aoi_share_pct = 19.9
mux_share_pct = 0
syn-mean-instance-area_um2 = 8.41
yosysUniqueCellTypes = 51
synthDominantAreaCellType = "sky130_fd_sc_hd__dfxtp_1"
yosysSeqAreaShare_pct = 53.7
synth-edff-count = 2
logic_family = "AND-OR/OR-AND gates"
synth.cell_area_um2 = 6370
yosys-stat-cells = 758
simple_gate_share_pct = 19.4
synth_cells = 758
synth.ff_latch_count = 168
ys_sh_xor_pct = 0.824
top_cell_area_share_pct = 49.6
synth-warning-count = 5
synthFlopType = "sky130_fd_sc_hd__dfxtp_1"
yosys.area_share.adder_pct = 1.57
yosys.stat.chipArea_um2 = 6370
ffs_w_async_s_r_synth_pct = 4.76
netlist_top_cells_area = "sky130_fd_sc_hd__dfxtp_1, sky130_fd_sc_hd__nand2_1, sky130_fd_sc_hd__a21oi_1, sky130_fd_sc_hd__a22o_1, sky130_fd_sc_hd__dfrtp_1"

[timing]
totalNegativeSetupSlack_ps = 0
rsz0062_at_grt = "no"
slew_violations = 0
max_freq_mhz = 176
fin_crit_ps = 5670
setup_viol = 0
slew-limit-headroom_pct = 50.5
hold_violations = 0
worst_slew_pin_slew_ps = 743
finClkSkew_ps = 6.79
period_used_pct = 42.3

[grt]
grt_use_met3_pct = 1.92
global_route_wire_length_before_repair_mm = 20.3
grt_use_total_pct = 11.2
overflow = 0
use_met2_pct = 17.3
antenna_found_initial = 0
grt-busiest-layer = "met2"
grtUsageMet1_pct = 16.9
first_global_vias = 4456
grt_max_degree = 78

[route]
wl_per_cell_um = 11.1
detail_route.drc_violations = 0
avgViaCountPerCell = 4.76
detailedRoute.firstIterationViolations = 537
route.vias.total = 4898
drt_pre_antenna_iters = 7
antenna_diode_count = 0
detail-route-antenna-nets = 0
finalWirelength_mm = 11.4

[power]
power_per_standard_cell_area_nw_per_um2 = 191
power_uw = 1390
static-leakage-power_uw = 0.00264
max-vdd-ir-drop_mv = 0.105

[worst_setup_path]
setup.worst_path.class = "primary input to flip-flop"
path_max_fanout = 6
end_kind = "flip-flop"
timing.critical_path.required_ps = 13540
critPathArrivalTime_ps = 5820
category_of_the_worst_setup_path_launch_point = "primary input"

[placed_design]
place.gp.congestion = 0.861
place.detailed.instances = 998
numPortBuffers = 15
placed_area_um2 = 6700
place_hpwl_mm = 6.42

[floorplanning]
die_y_um = 148
chip_area_um2 = 21800
horizontal_die_size_um = 148
initial_utilization_pct = 31.0
coreArea_um2 = 20600
num_io_pins = 16
core.rowCount = 52

[status]
run_status = "finished, final reports clean"

[flow_run]
tool_warnings = 29
max_cap_violations = 0

[worst_hold_path]
hold_path.class = "flip-flop to flip-flop"
[worst max-delay path, cell delays in order]
cell	delay [ps]
sky130_fd_sc_hd__clkdlybuf4s50_1	510
sky130_fd_sc_hd__a222oi_1	110
sky130_fd_sc_hd__o31ai_1	380
sky130_fd_sc_hd__o21ai_0	140
sky130_fd_sc_hd__o21ai_0	100
sky130_fd_sc_hd__ha_1	270
sky130_fd_sc_hd__nor2b_1	150
sky130_fd_sc_hd__o2111ai_2	280
sky130_fd_sc_hd__o311ai_1	120
sky130_fd_sc_hd__a2111oi_0	420
sky130_fd_sc_hd__a21oi_1	200
sky130_fd_sc_hd__nor3_2	210
sky130_fd_sc_hd__xor2_1	160
sky130_fd_sc_hd__a21oi_1	80
[state kept, by name (all words and copies together), names as in the netlist]
name	flops
ctr	6
out	2
out_valid	1
position	2
queueOfIn	32
queueOfOut	120
state	5
[report_power, final]
part | internal, µW | switching [µW] | leakage, µW
sequential | 584 | 47.1 | 0.00142
combinational | 86.1 | 201 | 0.000959
clock | 274 | 193 | 0.000267
[path summary, 6_finish.rpt]
path | startpoint | depth (start not counted) | end | slack (ps)
max | in1[0] | 14 | position[1] | 7730
min in group asynchronous | rst_n | 1 | out[0] | 2540
min reg2reg | queueOfOut[15][1] | 2 | queueOfOut[14][1] | 440
max reg2reg | position[1] | 15 | position[1] | 9510
max in group asynchronous | rst_n | 1 | state[0] | 10540
min | queueOfOut[15][1] | 2 | queueOfOut[14][1] | 440
[synth_stat cells, types with 2 or more instances]
| cell type | count |
|---|---|
| sky130_fd_sc_hd__a2111oi_0 | 2 |
| sky130_fd_sc_hd__a22oi_1 | 6 |
| sky130_fd_sc_hd__o32ai_1 | 4 |
| sky130_fd_sc_hd__inv_1 | 14 |
| sky130_fd_sc_hd__nand2_1 | 255 |
| sky130_fd_sc_hd__nor3_1 | 5 |
| sky130_fd_sc_hd__dfrtp_1 | 7 |
| sky130_fd_sc_hd__a31oi_1 | 5 |
| sky130_fd_sc_hd__o31ai_1 | 2 |
| sky130_fd_sc_hd__a21oi_1 | 127 |
| sky130_fd_sc_hd__nand3_1 | 5 |
| sky130_fd_sc_hd__nor2_1 | 23 |
| sky130_fd_sc_hd__o21ai_0 | 5 |
| sky130_fd_sc_hd__nand4_1 | 2 |
| sky130_fd_sc_hd__nor2b_1 | 4 |
| sky130_fd_sc_hd__xor2_1 | 4 |
| sky130_fd_sc_hd__a222oi_1 | 3 |
| sky130_fd_sc_hd__nand2b_1 | 3 |
| sky130_fd_sc_hd__and2_1 | 4 |
| sky130_fd_sc_hd__buf_4 | 4 |
| sky130_fd_sc_hd__edfxtp_1 | 2 |
| sky130_fd_sc_hd__ha_1 | 8 |
| sky130_fd_sc_hd__buf_2 | 22 |
| sky130_fd_sc_hd__dfxtp_1 | 158 |
| sky130_fd_sc_hd__xnor2_1 | 2 |
| sky130_fd_sc_hd__clkbuf_1 | 25 |
| sky130_fd_sc_hd__a22o_1 | 33 |
[through the flow]
stage	setup slack [ps]	hold slack, ps
global placement	7310	437
CTS	7740	447
detailed placement	7330	441
global route	7330	457
finish	7730	445
floorplan	8120	430
[final cells by class]
type | count | area share (%)
Clock inverter | 11 | 1.71
Timing Repair Buffer | 22 | 2.79
Multi-Input combinational cell | 524 | 36.9
Clock buffer | 20 | 6.02
Tap cell | 270 | 4.65
Inverter | 14 | 0.724
Sequential cell | 168 | 47.2
[cells in the final DEF, fill, tap and decap left out, types with 2 or more instances in the layout]
| master | instances |
|---|---|
| sky130_fd_sc_hd__a2111oi_0 | 2 |
| sky130_fd_sc_hd__a21oi_1 | 127 |
| sky130_fd_sc_hd__a222oi_1 | 3 |
| sky130_fd_sc_hd__a22o_1 | 33 |
| sky130_fd_sc_hd__a22oi_1 | 6 |
| sky130_fd_sc_hd__a31oi_1 | 5 |
| sky130_fd_sc_hd__and2_1 | 4 |
| sky130_fd_sc_hd__buf_4 | 7 |
| sky130_fd_sc_hd__bufinv_16 | 2 |
| sky130_fd_sc_hd__clkbuf_1 | 3 |
| sky130_fd_sc_hd__clkbuf_16 | 17 |
| sky130_fd_sc_hd__clkdlybuf4s50_1 | 15 |
| sky130_fd_sc_hd__clkinv_2 | 3 |
| sky130_fd_sc_hd__clkinvlp_4 | 3 |
| sky130_fd_sc_hd__dfrtp_1 | 7 |
| sky130_fd_sc_hd__dfxtp_1 | 158 |
| sky130_fd_sc_hd__edfxtp_1 | 2 |
| sky130_fd_sc_hd__ha_1 | 8 |
| sky130_fd_sc_hd__inv_1 | 14 |
| sky130_fd_sc_hd__inv_6 | 3 |
| sky130_fd_sc_hd__nand2_1 | 255 |
| sky130_fd_sc_hd__nand2b_1 | 3 |
| sky130_fd_sc_hd__nand3_1 | 5 |
| sky130_fd_sc_hd__nand4_1 | 2 |
| sky130_fd_sc_hd__nor2_1 | 21 |
| sky130_fd_sc_hd__nor2b_1 | 4 |
| sky130_fd_sc_hd__nor3_1 | 5 |
| sky130_fd_sc_hd__o21ai_0 | 5 |
| sky130_fd_sc_hd__o31ai_1 | 2 |
| sky130_fd_sc_hd__o32ai_1 | 4 |
| sky130_fd_sc_hd__xnor2_1 | 2 |
| sky130_fd_sc_hd__xor2_1 | 4 |
[cells by family after synthesis]
kind of cell / Yosys count
and+or+nand+nor: 308
DFF: 168
xor gates and xnor gates: 6
buffers and inverters: 66
adders and majority gates: 8
AOI/OAI and AO/OA: 202
[per-layer routing]
metal  up-vias  part of all wire, %
li1       2537                    -
met1      2268                   51
met2        74                   43
met3        19                  3.4
met4         0                  2.0
met5         -                    0
Power and IR drop assume default switching activity.
