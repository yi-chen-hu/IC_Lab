[./design.v]
module sync_r2w #(parameter ASIZE = 4)(
	rptr,
	wclk,
	rst_n,
	wq2_rptr
); 
input wclk, rst_n;
input [ASIZE:0] rptr;
output reg [ASIZE:0] wq2_rptr;
reg [ASIZE:0] wq1_rptr;
always @(posedge wclk or negedge rst_n)begin
	if(!rst_n)
		{wq2_rptr,wq1_rptr} <= 0;
	else 
		{wq2_rptr,wq1_rptr} <= {wq1_rptr,rptr};
end
endmodule
module sync_w2r #(parameter ASIZE = 4)(
	wptr,
	rclk,
	rst_n,
	rq2_wptr
); 
input rclk, rst_n;
input [ASIZE:0] wptr;
output reg [ASIZE:0] rq2_wptr;
reg [ASIZE:0] rq1_wptr;
always @(posedge rclk or negedge rst_n)begin
	if(!rst_n)
		{rq2_wptr,rq1_wptr} <= 0;
	else 
		{rq2_wptr,rq1_wptr} <= {rq1_wptr,wptr};
end
endmodule
module fifomem #(parameter DSIZE = 8,
				 parameter ASIZE = 4)(
	wclk,
	wclken,
	wfull,
	wdata,
	waddr,
	raddr,
	rdata
); 
input	wclk, wclken, wfull;
input [DSIZE-1:0] wdata;
input [ASIZE-1:0] waddr, raddr;
output [DSIZE-1:0] rdata;
localparam DEPTH = 1<<ASIZE;
reg [DSIZE-1:0] mem [DEPTH-1:0];
assign rdata = mem[raddr];
always @(posedge wclk)
	if(wclken && !wfull) mem[waddr] <= wdata;
endmodule
module rptr_empty #(parameter ASIZE = 4)(
	rq2_wptr,
	rclk,
	rst_n,
	rinc,
	rptr,
	raddr,
	rempty
); 
input [ASIZE:0] rq2_wptr;
input rclk, rinc, rst_n;
output reg [ASIZE:0] rptr;
output [ASIZE-1:0] raddr;
output reg rempty;
reg [ASIZE:0] rbin;
wire [ASIZE:0] rgraynext, rbinnext;
always @(posedge rclk or negedge rst_n)begin
	if(!rst_n)
		{rbin, rptr} <= 0;
	else 
		{rbin, rptr} <= {rbinnext, rgraynext};
end
assign raddr = rbin[ASIZE-1:0];
assign rbinnext = rbin + (rinc & ~rempty);
assign rgraynext = (rbinnext>>1) ^ rbinnext;
wire rempty_val;
assign rempty_val = (rgraynext == rq2_wptr);
always @(posedge rclk or negedge rst_n)begin
	if(!rst_n)
		rempty <= 1'b1;
	else 
		rempty <= rempty_val;
end
endmodule
module wptr_full #(parameter ASIZE = 4)(
	wq2_rptr,
	wclk,
	rst_n,
	winc,
	wptr,
	waddr,
	wfull
); 
input [ASIZE:0] wq2_rptr;
input wclk, winc, rst_n;
output reg [ASIZE:0] wptr;
output [ASIZE-1:0] waddr;
output reg wfull;
reg [ASIZE:0] wbin;
wire [ASIZE:0] wgraynext, wbinnext;
always @(posedge wclk or negedge rst_n)begin
	if(!rst_n)
		{wbin, wptr} <= 0;
	else 
		{wbin, wptr} <= {wbinnext, wgraynext};
end
assign waddr = wbin[ASIZE-1:0];
assign wbinnext = wbin + (winc & ~wfull);
assign wgraynext = (wbinnext>>1) ^ wbinnext;
wire wfull_val;
assign wfull_val = (wgraynext=={~wq2_rptr[ASIZE:ASIZE-1],wq2_rptr[ASIZE-2:0]});
always @(posedge wclk or negedge rst_n)begin
	if(!rst_n)
		wfull <= 1'b0;
	else 
		wfull <= wfull_val;
end
endmodule 
module AFIFO #(parameter DSIZE = 8,
			   parameter ASIZE = 4)(
	rst_n,
    rclk,
    rinc,
    wclk,
    winc,
	wdata,
    rempty,
	rdata,
    wfull
); 
input 				rst_n, rclk, rinc, wclk, winc;
input [DSIZE-1:0] 	wdata;
output 				rempty, wfull;
output [DSIZE-1:0] 	rdata;
wire [ASIZE-1:0] 	waddr, raddr;
wire [ASIZE:0] 		wptr, rptr, wq2_rptr, rq2_wptr;
sync_r2w sync_r2w_m0 (.wq2_rptr(wq2_rptr), .rptr(rptr), .wclk(wclk), .rst_n(rst_n));
sync_w2r sync_w2r_m0 (.rq2_wptr(rq2_wptr), .wptr(wptr), .rclk(rclk), .rst_n(rst_n));
fifomem #(DSIZE, ASIZE) fifomem_m0 (.rdata(rdata), .wdata(wdata), .waddr(waddr), .raddr(raddr), .wclken(winc), .wfull(wfull), .wclk(wclk));
rptr_empty #(ASIZE) rptr_empty_m0 (.rempty(rempty), .raddr(raddr), .rptr(rptr), .rq2_wptr(rq2_wptr), .rinc(rinc), .rclk(rclk), .rst_n(rst_n));
wptr_full #(ASIZE) wptr_full_m0 (.wfull(wfull), .waddr(waddr), .wptr(wptr), .wq2_rptr(wq2_rptr), .winc(winc), .wclk(wclk), .rst_n(rst_n));
endmodule
module CDC #(parameter DSIZE = 8,
			   parameter ASIZE = 4)(
	rst_n,
	clk1,
    clk2,
	in_valid,
    doraemon_id,
    size,
    iq_score,
    eq_score,
    size_weight,
    iq_weight,
    eq_weight,
	ready,
    out_valid,
	out,
); 
output reg  [7:0] out;
output reg	out_valid,ready;
input rst_n, clk1, clk2, in_valid;
input  [4:0]doraemon_id;
input  [7:0]size;
input  [7:0]iq_score;
input  [7:0]eq_score;
input [2:0]size_weight,iq_weight,eq_weight;
reg read;
wire empty_info;
wire full_weight;
reg [2:0] read_ctr;
wire [7:0] SW_ID;
wire [7:0] SIZE;
wire [7:0] IQ;
wire [7:0] EQ;
wire [7:0] IW_EW;
reg [12:0] score[0:4];
reg [4:0] id[0:4];
reg [7:0] s[0:4];
reg [7:0] iq[0:4];
reg [7:0] eq[0:4];
reg [2:0] sw;
reg [2:0] iw;
reg [2:0] ew;
reg [2:0] door;
reg read_reg;
reg [7:0] out_comb;
reg [12:0] ctr_6000;
reg done;
always @(posedge clk1 or negedge rst_n)
	if (!rst_n)
		ctr_6000 <= 0;
	else if (in_valid)
		ctr_6000 <= ctr_6000 + 1;
always @(posedge clk1 or negedge rst_n)
	if (!rst_n)
		done <= 0;
	else if (ctr_6000 == 6000)
		done <= 1;
always @(*)
	if (!rst_n)
		ready = 0;
	else
		ready = !full_weight && !done;
always @(*)
	if (!empty_info)
		read = 1;
	else
		read = 0;
AFIFO SW_ID_FIFO (
	.rst_n(rst_n),
    .rclk(clk2),
    .rinc(read),
    .wclk(clk1),
    .winc(in_valid),
	.wdata({size_weight, doraemon_id}),
    .rempty(empty_info),
	.rdata(SW_ID)
);
AFIFO SIZE_FIFO(
	.rst_n(rst_n),
    .rclk(clk2),
    .rinc(read),
    .wclk(clk1),
    .winc(in_valid),
	.wdata(size),
	.rdata(SIZE)
);
AFIFO IQ_FIFO(
	.rst_n(rst_n),
    .rclk(clk2),
    .rinc(read),
    .wclk(clk1),
    .winc(in_valid),
	.wdata(iq_score),
	.rdata(IQ)
);
AFIFO EQ_FIFO(
	.rst_n(rst_n),
    .rclk(clk2),
    .rinc(read),
    .wclk(clk1),
    .winc(in_valid),
	.wdata(eq_score),
	.rdata(EQ)
);
AFIFO IW_EW_FIFO(
	.rst_n(rst_n),
    .rclk(clk2),
    .rinc(read),
    .wclk(clk1),
    .winc(in_valid),
	.wdata({2'b0, iq_weight, eq_weight}),
	.rdata(IW_EW),
    .wfull(full_weight)
);
always @(*) begin
	score[0] = sw * s[0] + iw * iq[0] + ew * eq[0];
	score[1] = sw * s[1] + iw * iq[1] + ew * eq[1];
	score[2] = sw * s[2] + iw * iq[2] + ew * eq[2];
	score[3] = sw * s[3] + iw * iq[3] + ew * eq[3];
	score[4] = sw * s[4] + iw * iq[4] + ew * eq[4];
end
always @(*)
	if (score[0] >= score[1] && score[0] >= score[2] && score[0] >= score[3] && score[0] >= score[4]) begin
		out_comb = {3'd0, id[0]};
		door = 0;
	end
	else if (score[1] >= score[0] && score[1] >= score[2] && score[1] >= score[3] && score[1] >= score[4]) begin
		out_comb = {3'd1, id[1]};
		door = 1;
	end
	else if (score[2] >= score[0] && score[2] >= score[1] && score[2] >= score[3] && score[2] >= score[4]) begin
		out_comb = {3'd2, id[2]};
		door = 2;
	end
	else if (score[3] >= score[0] && score[3] >= score[1] && score[3] >= score[2] && score[3] >= score[4]) begin
		out_comb = {3'd3, id[3]};
		door = 3;
	end
	else begin
		out_comb = {3'd4, id[4]};
		door = 4;
	end
always @(posedge clk2 or negedge rst_n)
	if (!rst_n)
		read_ctr <= 0;
	else if (read_ctr == 5)
		read_ctr <= 5;
	else if (read)
		read_ctr <= read_ctr + 1;
always @(posedge clk2 or negedge rst_n)
	if (!rst_n) begin
		id[0] <= 0;
		id[1] <= 0;
		id[2] <= 0;
		id[3] <= 0;
		id[4] <= 0;
	end
	else if (read) begin
		if (read_ctr < 5)
			id[read_ctr] <= SW_ID[4:0];
		else
			id[door] <= SW_ID[4:0];
	end
always @(posedge clk2 or negedge rst_n)
	if (!rst_n) begin
		s[0] <= 0;
		s[1] <= 0;
		s[2] <= 0;
		s[3] <= 0;
		s[4] <= 0;
	end
	else if (read) begin
		if (read_ctr < 5)
			s[read_ctr] <= SIZE;
		else
			s[door] <= SIZE;
	end
always @(posedge clk2 or negedge rst_n)
	if (!rst_n) begin
		iq[0] <= 0;
		iq[1] <= 0;
		iq[2] <= 0;
		iq[3] <= 0;
		iq[4] <= 0;
	end
	else if (read) begin
		if (read_ctr < 5)
			iq[read_ctr] <= IQ;
		else
			iq[door] <= IQ;
	end
always @(posedge clk2 or negedge rst_n)
	if (!rst_n) begin
		eq[0] <= 0;
		eq[1] <= 0;
		eq[2] <= 0;
		eq[3] <= 0;
		eq[4] <= 0;
	end
	else if (read) begin
		if (read_ctr < 5)
			eq[read_ctr] <= EQ;
		else
			eq[door] <= EQ;
	end
always @(posedge clk2 or negedge rst_n)
	if (!rst_n) begin
		sw <= 0;
	end
	else if (read) begin
		if (read_ctr == 4)
			sw <= SW_ID[7:5];
		else
			sw <= SW_ID[7:5];
	end
always @(posedge clk2 or negedge rst_n)
	if (!rst_n) begin
		iw <= 0;
	end
	else if (read) begin
		if (read_ctr == 4)
			iw <= IW_EW[5:3];
		else
			iw <= IW_EW[5:3];
	end
always @(posedge clk2 or negedge rst_n)
	if (!rst_n) begin
		ew <= 0;
	end
	else if (read) begin
		if (read_ctr == 4)
			ew <= IW_EW[2:0];
		else
			ew <= IW_EW[2:0];
	end
always @(posedge clk2 or negedge rst_n)
	if (!rst_n) begin
		read_reg <= 0;
	end
	else
		read_reg <= read;
always @(posedge clk2 or negedge rst_n)
	if (!rst_n)
		out_valid <= 0;
	else if (read_reg && read_ctr == 5)
		out_valid <= 1;
	else
		out_valid <= 0;
always @(posedge clk2 or negedge rst_n)
	if (!rst_n)
		out <= 0;
	else if (read_reg && read_ctr == 5)
		out <= out_comb;
	else
		out <= 0;
endmodule
[./run.sh]
#!/bin/bash
# OpenROAD 26Q1-2900-gdf79404cd8, Yosys 0.63+post, stock flow scripts
make -C /OpenROAD-flow-scripts/flow DESIGN_CONFIG=/design/flow/config.mk WORK_HOME=/design/flow/orfs finish
[./config.mk]
export PLATFORM = sky130hd
export DESIGN_NAME = CDC
export DESIGN_NICKNAME = CDC
export VERILOG_FILES = /design/flow/design.v
export SDC_FILE = /design/flow/constraint.sdc
export NUM_CORES = 4
export LEC_CHECK = 1
export CORE_UTILIZATION = 30
[./constraint.sdc]
current_design CDC

set clk_period 3.4
set clk_io_pct 0.2

create_clock -name clk0 -period $clk_period [get_ports {clk1}]
create_clock -name clk1 -period $clk_period [get_ports {clk2}]

set non_clock_inputs [all_inputs -no_clocks]
set_input_delay [expr $clk_period * $clk_io_pct] -clock clk0 $non_clock_inputs
set_output_delay [expr $clk_period * $clk_io_pct] -clock clk0 [all_outputs]
==> flow_summary.toml <==
# synthesis and place-and-route metrics
[synthesis]
synth-warning-count = 11
syn-cell-area_um2 = 51600
ys_chip_area_um2 = 51600
synth_stat.cells = 3641
ys_types = 88
ff_type = "edfxtp_1"
syn_area_per_cell_um2 = 14.2
netlist_instances = 3641
synth_flops = 989
top_cells_by_area = "edfxtp_1 35%, dfrtp_1 18%, fa_1 10%"
synthArstFlopShare = 0.385
top_cell_area_share = 0.354
top_area_cell = "edfxtp_1"
yosys.stat.seqShare = 0.539
edf_count = 608

[cells_and_area]
fill_cells = 15664
fin_area_um2 = 63900
register_area_um2 = 27800
combGateArea_um2 = 23000
area_growth_syn_to_layout_pct = 23.9
layout-drive-gt1-share = 0.286

[route]
drc = 0
vias = 30320
drt_iter0_drc = 1424
drtPass1Iterations = 5
viasPerCell = 4.64
wirelength_um = 123000
wl_per_cell_um = 18.9
antenna_left = 0

[floorplan]
fp_util = 0.304
dieArea_um2 = 174000
die_x_um = 417
num_rows = 151
pin_count = 52
die_y_um = 417
design.core.area_um2 = 170000

[cts]
clock-sinks = 989
cts_tree = "yes"
clk_pin_slew_ns = 0.06

[grt]
grt_use_total = 0.154
grt_overflow = 0
grt_pass1_vias = 33038
grt_max_degree = 126
grt_pass1_wl_um = 194000
antenna_found_initial = 2

[critical_path]
arrival_ns = 7.78
setup.worst_path.end = "s[1][0]"
startpoint = "ew[0]"
reg2reg_depth = 29
crit_fanout = 7
crit_slowest_cell = "fa_2"
critPathTopFamily = "adder cells"
end_kind = "register"
slowest_delay_ns = 0.60
reg2reg_slack_ns = -3.89
reg2reg_from = "ew[0]"
crit_required_ns = 3.89
path_buffers = 10
cp_num_cells = 29
critPathLaunchType = "register"
r2r-end = "s[1][0]"
critical_path_class = "register to register"

[run_status]
status = "complete, but fails checks"
failed_checks = "negative setup slack"

[sta]
setup_viol = 153
finClkSkew_ns = 0.0244
fin_ws_ns = -3.89
slew_violations = 0
tightestPinTransition_ns = 0.747
hold_violations = 0
rsz0062_at_grt = "true"
slew_headroom = 0.502

[placed_design]
numPortBuffers = 50
place.gp.congestion = 0.947
post_dp_cell_area_um2 = 58800
dp_hpwl_um = 89100

[worst_hold_path]
hp-class = "input port to async pin"

[flow_run]
tool_warnings = 33
drv_cap = 0
[cell usage after synthesis (all sizes together), types with 15 or more instances]
master  count
a211oi     20
a21o       26
a21oi      50
a221oi     18
and2      226
buf        34
clkbuf     93
dfrtp     376
edfxtp    608
fa        260
ha        229
inv       389
mux2      157
mux2i      33
mux4      166
nand2     231
nand2b     25
nand3      60
nand4      16
nor2      119
nor2b      16
nor3       48
o211ai     20
o21a       15
o21ai      70
xnor2      72
xor2       96
[cells by family (layout without fill, tap and decap cells)]
family / count (synthesis) / after routing / synth area share
flops: 989 / 989 / 0.539
other cells: 0 / 1 / 0
mux: 356 / 356 / 0.114
simple gates: 821 / 821 / 0.0823
buf+inv: 516 / 1193 / 0.0389
xor+xnor: 168 / 168 / 0.0287
compound gates: 300 / 300 / 0.0409
fa+ha+maj: 491 / 491 / 0.157
[metrics by stage]
| stage | hold slack [ns] | utilization | std cells | setup slack (ns) | setup TNS (ns) |
|---|---|---|---|---|---|
| 4_1_cts | 0.177 | 0.375 | 6530 | -3.85 | -575.92 |
| 2_1_floorplan | 0.331 | - | 3641 | -3.34 | -481.06 |
| 3_3_place_gp | 0.331 | 0.346 | 6287 | -4.19 | -611.72 |
| 6_report | 0.135 | 0.376 | 6537 | -3.89 | -573.47 |
| 5_1_grt | 0.195 | 0.376 | 6536 | -4.12 | -612.18 |
| 3_5_place_dp | 0.335 | 0.346 | 6287 | -4.15 | -609.54 |
[what timing repair did]
item,CTS,global route
pin swaps,69,12
hold buffers,0,0
setup endpoints to repair,153,153
resized,191,31
buffers inserted,59,7
cloned,9,0
[layout by cell type, fill, tap and decap left out, types with 92 or more instances in the layout]
cell and count:
and2_1 219, inv_1 375, dfrtp_1 367, buf_4 508, clkbuf_16 100, xor2_1 92
edfxtp_1 608, nand2_1 227, ha_1 197, nor2_1 116, fa_1 248, mux4_2 166
[area by class of cell]
cell class / count / share of cell area
Inverter: 389 / 0.0228
Antenna cell: 1 / 0.0000392
Multi-Input combinational cell: 2136 / 0.359
Tap cell: 2218 / 0.0434
Clock inverter: 57 / 0.0103
Timing Repair Buffer: 625 / 0.0879
Sequential cell: 989 / 0.435
Clock buffer: 122 / 0.0412
[metal layers]
metal  track usage  routed length (µm)  up-vias
met5             0                   0        -
met4        0.0401                4270        0
met3        0.0521                9090      202
met2         0.244               59200      787
met1         0.209               50900    15252
li1              -                   -    14079
[worst min path at each step]
| stage | start | to | slack, ns | cells past startpoint |
|---|---|---|---|---|
| 4_1_cts | rst_n | SIZE_FIFO.wptr_full_m0.wbin[3] | 0.18 | 2 |
| 6_report | rst_n | SIZE_FIFO.wptr_full_m0.wbin[0] | 0.14 | 2 |
| 5_1_grt | rst_n | SIZE_FIFO.wptr_full_m0.wbin[0] | 0.20 | 2 |
