==> /design/flow/design.v <==
module CC(
  in_s0,
  in_s1,
  in_s2,
  in_s3,
  in_s4,
  in_s5,
  in_s6,
  opt,
  a,
  b,
  s_id0,
  s_id1,
  s_id2,
  s_id3,
  s_id4,
  s_id5,
  s_id6,
  out
);
input wire [3:0] in_s0;
input wire [3:0] in_s1;
input wire [3:0] in_s2;
input wire [3:0] in_s3;
input wire [3:0] in_s4;
input wire [3:0] in_s5;
input wire [3:0] in_s6;
input wire [2:0] opt;
input wire [1:0] a;
input wire [2:0] b;
output reg [2:0] s_id0;
output reg [2:0] s_id1;
output reg [2:0] s_id2;
output reg [2:0] s_id3;
output reg [2:0] s_id4;
output reg [2:0] s_id5;
output reg [2:0] s_id6;
output reg [2:0] out; 
wire signed [4:0] lv0_n0, lv0_n1, lv0_n2, lv0_n3, lv0_n4, lv0_n5, lv0_n6;
wire signed [4:0] lv1_n0, lv1_n1, lv1_n2, lv1_n3, lv1_n4, lv1_n5, lv1_n6;
wire signed [4:0] lv2_n0, lv2_n1, lv2_n2, lv2_n3, lv2_n4, lv2_n5, lv2_n6;
wire signed [4:0] lv3_n0, lv3_n1, lv3_n2, lv3_n3, lv3_n4, lv3_n5, lv3_n6;
wire signed [4:0] lv4_n0, lv4_n1, lv4_n2, lv4_n3, lv4_n4, lv4_n5, lv4_n6;
wire signed [4:0] lv5_n0, lv5_n1, lv5_n2, lv5_n3, lv5_n4, lv5_n5, lv5_n6;
wire signed [4:0] lv6_n0, lv6_n1, lv6_n2, lv6_n3, lv6_n4, lv6_n5, lv6_n6;
wire signed [4:0] lv7_n0, lv7_n1, lv7_n2, lv7_n3, lv7_n4, lv7_n5, lv7_n6;
wire signed [4:0] n0, n1, n2, n3, n4, n5, n6;
wire [6:0] lv1_flag, lv2_flag, lv3_flag, lv4_flag, lv5_flag, lv6_flag;
wire signed [9:0] sum;
wire signed [6:0] avg;
wire signed [2:0] signed_a;
wire signed [8:0] passScore;
wire signed [3:0] aPlus1;
wire signed [3:0] signed_b;
reg signed [8:0] score[6:0];
assign lv0_n0 = opt[0] ? {in_s0[3], in_s0} : {1'b0, in_s0};
assign lv0_n1 = opt[0] ? {in_s1[3], in_s1} : {1'b0, in_s1};
assign lv0_n2 = opt[0] ? {in_s2[3], in_s2} : {1'b0, in_s2};
assign lv0_n3 = opt[0] ? {in_s3[3], in_s3} : {1'b0, in_s3};
assign lv0_n4 = opt[0] ? {in_s4[3], in_s4} : {1'b0, in_s4};
assign lv0_n5 = opt[0] ? {in_s5[3], in_s5} : {1'b0, in_s5};
assign lv0_n6 = opt[0] ? {in_s6[3], in_s6} : {1'b0, in_s6};
assign lv1_n0 = lv0_n0 > lv0_n1 ? lv0_n0 : lv0_n1;
assign lv1_n1 = lv0_n0 > lv0_n1 ? lv0_n1 : lv0_n0;
assign lv1_n2 = lv0_n2 > lv0_n3 ? lv0_n2 : lv0_n3;
assign lv1_n3 = lv0_n2 > lv0_n3 ? lv0_n3 : lv0_n2;
assign lv1_n4 = lv0_n4 > lv0_n5 ? lv0_n4 : lv0_n5;
assign lv1_n5 = lv0_n4 > lv0_n5 ? lv0_n5 : lv0_n4;
assign lv1_n6 = lv0_n6;
assign lv2_n0 = lv1_n0;
assign lv2_n1 = lv1_n1 > lv1_n2 ? lv1_n1 : lv1_n2;
assign lv2_n2 = lv1_n1 > lv1_n2 ? lv1_n2 : lv1_n1;
assign lv2_n3 = lv1_n3 > lv1_n4 ? lv1_n3 : lv1_n4;
assign lv2_n4 = lv1_n3 > lv1_n4 ? lv1_n4 : lv1_n3;
assign lv2_n5 = lv1_n5 > lv1_n6 ? lv1_n5 : lv1_n6;
assign lv2_n6 = lv1_n5 > lv1_n6 ? lv1_n6 : lv1_n5;
assign lv3_n0 = lv2_n0 > lv2_n1 ? lv2_n0 : lv2_n1;
assign lv3_n1 = lv2_n0 > lv2_n1 ? lv2_n1 : lv2_n0;
assign lv3_n2 = lv2_n2 > lv2_n3 ? lv2_n2 : lv2_n3;
assign lv3_n3 = lv2_n2 > lv2_n3 ? lv2_n3 : lv2_n2;
assign lv3_n4 = lv2_n4 > lv2_n5 ? lv2_n4 : lv2_n5;
assign lv3_n5 = lv2_n4 > lv2_n5 ? lv2_n5 : lv2_n4;
assign lv3_n6 = lv2_n6;
assign lv4_n0 = lv3_n0;
assign lv4_n1 = lv3_n1 > lv3_n2 ? lv3_n1 : lv3_n2;
assign lv4_n2 = lv3_n1 > lv3_n2 ? lv3_n2 : lv3_n1;
assign lv4_n3 = lv3_n3 > lv3_n4 ? lv3_n3 : lv3_n4;
assign lv4_n4 = lv3_n3 > lv3_n4 ? lv3_n4 : lv3_n3;
assign lv4_n5 = lv3_n5 > lv3_n6 ? lv3_n5 : lv3_n6;
assign lv4_n6 = lv3_n5 > lv3_n6 ? lv3_n6 : lv3_n5;
assign lv5_n0 = lv4_n0 > lv4_n1 ? lv4_n0 : lv4_n1;
assign lv5_n1 = lv4_n0 > lv4_n1 ? lv4_n1 : lv4_n0;
assign lv5_n2 = lv4_n2 > lv4_n3 ? lv4_n2 : lv4_n3;
assign lv5_n3 = lv4_n2 > lv4_n3 ? lv4_n3 : lv4_n2;
assign lv5_n4 = lv4_n4 > lv4_n5 ? lv4_n4 : lv4_n5;
assign lv5_n5 = lv4_n4 > lv4_n5 ? lv4_n5 : lv4_n4;
assign lv5_n6 = lv4_n6;
assign lv6_n0 = lv5_n0;
assign lv6_n1 = lv5_n1 > lv5_n2 ? lv5_n1 : lv5_n2;
assign lv6_n2 = lv5_n1 > lv5_n2 ? lv5_n2 : lv5_n1;
assign lv6_n3 = lv5_n3 > lv5_n4 ? lv5_n3 : lv5_n4;
assign lv6_n4 = lv5_n3 > lv5_n4 ? lv5_n4 : lv5_n3;
assign lv6_n5 = lv5_n5 > lv5_n6 ? lv5_n5 : lv5_n6;
assign lv6_n6 = lv5_n5 > lv5_n6 ? lv5_n6 : lv5_n5;
assign lv7_n0 = lv6_n0 > lv6_n1 ? lv6_n0 : lv6_n1;
assign lv7_n1 = lv6_n0 > lv6_n1 ? lv6_n1 : lv6_n0;
assign lv7_n2 = lv6_n2 > lv6_n3 ? lv6_n2 : lv6_n3;
assign lv7_n3 = lv6_n2 > lv6_n3 ? lv6_n3 : lv6_n2;
assign lv7_n4 = lv6_n4 > lv6_n5 ? lv6_n4 : lv6_n5;
assign lv7_n5 = lv6_n4 > lv6_n5 ? lv6_n5 : lv6_n4;
assign lv7_n6 = lv6_n6;
assign n0 = opt[1] ? lv7_n0 : lv7_n6;
assign n1 = opt[1] ? lv7_n1 : lv7_n5;
assign n2 = opt[1] ? lv7_n2 : lv7_n4;
assign n3 = lv7_n3;            
assign n4 = opt[1] ? lv7_n4 : lv7_n2;
assign n5 = opt[1] ? lv7_n5 : lv7_n1;
assign n6 = opt[1] ? lv7_n6 : lv7_n0;
always @(*)
	case(n0[3:0])
		in_s0: s_id0 = 0;
		in_s1: s_id0 = 1;
		in_s2: s_id0 = 2;
		in_s3: s_id0 = 3;
		in_s4: s_id0 = 4;
		in_s5: s_id0 = 5;
		in_s6: s_id0 = 6;
		default: s_id0 = 0;
	endcase
assign lv1_flag = 7'b1 << s_id0; 
always @(*)
	if (n1[3:0] == in_s0 && !lv1_flag[0])
		s_id1 = 0;
	else if (n1[3:0] == in_s1 && !lv1_flag[1])
		s_id1 = 1;
	else if (n1[3:0] == in_s2 && !lv1_flag[2])
		s_id1 = 2;
	else if (n1[3:0] == in_s3 && !lv1_flag[3])
		s_id1 = 3;
	else if (n1[3:0] == in_s4 && !lv1_flag[4])
		s_id1 = 4;
	else if (n1[3:0] == in_s5 && !lv1_flag[5])
		s_id1 = 5;
	else
		s_id1 = 6;
assign lv2_flag = lv1_flag | (7'b1 << s_id1);
always @(*)
	if (n2[3:0] == in_s0 && !lv2_flag[0])
		s_id2 = 0;
	else if (n2[3:0] == in_s1 && !lv2_flag[1])
		s_id2 = 1;             
	else if (n2[3:0] == in_s2 && !lv2_flag[2])
		s_id2 = 2;             
	else if (n2[3:0] == in_s3 && !lv2_flag[3])
		s_id2 = 3;             
	else if (n2[3:0] == in_s4 && !lv2_flag[4])
		s_id2 = 4;             
	else if (n2[3:0] == in_s5 && !lv2_flag[5])
		s_id2 = 5;
	else
		s_id2 = 6;
assign lv3_flag = lv2_flag | (7'b1 << s_id2);
always @(*)
	if (n3[3:0] == in_s0 && !lv3_flag[0])
		s_id3 = 0;
	else if (n3[3:0] == in_s1 && !lv3_flag[1])
		s_id3 = 1;             
	else if (n3[3:0] == in_s2 && !lv3_flag[2])
		s_id3 = 2;             
	else if (n3[3:0] == in_s3 && !lv3_flag[3])
		s_id3 = 3;             
	else if (n3[3:0] == in_s4 && !lv3_flag[4])
		s_id3 = 4;             
	else if (n3[3:0] == in_s5 && !lv3_flag[5])
		s_id3 = 5;
	else
		s_id3 = 6;
assign lv4_flag = lv3_flag | (7'b1 << s_id3);
always @(*)
	if (n4[3:0] == in_s0 && !lv4_flag[0])
		s_id4 = 0;
	else if (n4[3:0] == in_s1 && !lv4_flag[1])
		s_id4 = 1;             
	else if (n4[3:0] == in_s2 && !lv4_flag[2])
		s_id4 = 2;             
	else if (n4[3:0] == in_s3 && !lv4_flag[3])
		s_id4 = 3;             
	else if (n4[3:0] == in_s4 && !lv4_flag[4])
		s_id4 = 4;             
	else if (n4[3:0] == in_s5 && !lv4_flag[5])
		s_id4 = 5;
	else
		s_id4 = 6;
assign lv5_flag = lv4_flag | (7'b1 << s_id4);
always @(*)
	if (n5[3:0] == in_s0 && !lv5_flag[0])
		s_id5 = 0;
	else if (n5[3:0] == in_s1 && !lv5_flag[1])
		s_id5 = 1;             
	else if (n5[3:0] == in_s2 && !lv5_flag[2])
		s_id5 = 2;             
	else if (n5[3:0] == in_s3 && !lv5_flag[3])
		s_id5 = 3;             
	else if (n5[3:0] == in_s4 && !lv5_flag[4])
		s_id5 = 4;             
	else if (n5[3:0] == in_s5 && !lv5_flag[5])
		s_id5 = 5;
	else
		s_id5 = 6;
assign lv6_flag = lv5_flag | (7'b1 << s_id5);
always @(*)
	if (!lv6_flag[0])
		s_id6 = 0;
	else if (!lv6_flag[1])
		s_id6 = 1;
	else if (!lv6_flag[2])
		s_id6 = 2;
	else if (!lv6_flag[3])
		s_id6 = 3;
	else if (!lv6_flag[4])
		s_id6 = 4;
	else if (!lv6_flag[5])
		s_id6 = 5;
	else
		s_id6 = 6;		
assign sum = n0 + n1 + n2 + n3 + n4 + n5 + n6;
assign avg = sum / 7;
assign signed_a = {1'b0, a};
assign passScore = avg - signed_a;
assign aPlus1 = signed_a + 1;
assign signed_b = {1'b0, b};
always @(*)
	if (opt[0] && lv7_n0[4])
		score[0] = (lv7_n0 / aPlus1) + signed_b;
	else
		score[0] = aPlus1 * lv7_n0 + signed_b;
always @(*)
	if (opt[0] && lv7_n1[4])
		score[1] = (lv7_n1 / aPlus1) + signed_b;
	else
		score[1] = aPlus1 * lv7_n1 + signed_b;
always @(*)
	if (opt[0] && lv7_n2[4])
		score[2] = (lv7_n2 / aPlus1) + signed_b;
	else
		score[2] = aPlus1 * lv7_n2 + signed_b;
always @(*)
	if (opt[0] && lv7_n3[4])
		score[3] = (lv7_n3 / aPlus1) + signed_b;
	else
		score[3] = aPlus1 * lv7_n3 + signed_b;
always @(*)
	if (opt[0] && lv7_n4[4])
		score[4] = (lv7_n4 / aPlus1) + signed_b;
	else
		score[4] = aPlus1 * lv7_n4 + signed_b;
always @(*)
	if (opt[0] && lv7_n5[4])
		score[5] = (lv7_n5 / aPlus1) + signed_b;
	else
		score[5] = aPlus1 * lv7_n5 + signed_b;
always @(*)
	if (opt[0] && lv7_n6[4])
		score[6] = (lv7_n6 / aPlus1) + signed_b;
	else
		score[6] = aPlus1 * lv7_n6 + signed_b;
always @(*)
	if (score[0] < passScore)
		out = opt[2] ? 7 : 0;
	else if (score[1] < passScore && score[0] >= passScore)
		out = opt[2] ? 6 : 1;
	else if (score[2] < passScore && score[1] >= passScore)
		out = opt[2] ? 5 : 2;
	else if (score[3] < passScore && score[2] >= passScore)
		out = opt[2] ? 4 : 3;
	else if (score[4] < passScore && score[3] >= passScore)
		out = opt[2] ? 3 : 4;
	else if (score[5] < passScore && score[4] >= passScore)
		out = opt[2] ? 2 : 5;
	else if (score[6] < passScore && score[5] >= passScore)
		out = opt[2] ? 1 : 6;
	else
		out = opt[2] ? 0 : 7;
endmodule
==> /design/flow/run.sh <==
#!/bin/bash
# OpenROAD 26Q1-2900-gdf79404cd8, Yosys 0.63+post, stock flow scripts
make -C /OpenROAD-flow-scripts/flow DESIGN_CONFIG=/design/flow/config.mk WORK_HOME=/design/flow/orfs finish
==> /design/flow/config.mk <==
export PLATFORM = sky130hd
export DESIGN_NAME = CC
export DESIGN_NICKNAME = CC
export VERILOG_FILES = /design/flow/design.v
export SDC_FILE = /design/flow/constraint.sdc
export NUM_CORES = 4
export LEC_CHECK = 1
export CORE_UTILIZATION = 50
==> /design/flow/constraint.sdc <==
current_design CC

set clk_period 49.1
set clk_io_pct 0.2

create_clock -name clk0 -period $clk_period

set non_clock_inputs [all_inputs -no_clocks]
set_input_delay [expr $clk_period * $clk_io_pct] -clock clk0 $non_clock_inputs
set_output_delay [expr $clk_period * $clk_io_pct] -clock clk0 [all_outputs]
==> run_results.csv <==
group,metric,value,unit
status,status,"completed",
place,gp_congestion,1.06,
floorplanning,io_pins,60,
power,switching_share,0.592,
finish,fillCellCount,6411,
place,hpwl,89100,um
worst_setup_path,crit_path_end_kind,"output pin",
power,p_leak,0.0161,uW
routing,drc_errors,0,
worst_setup_path,cp_slowest_cell,"clkdlybuf4s50_1",
routing,viasPerCell,6.00,
floorplanning,die_area,65800,sq um
power,ir_drop,0.00482,V
finish,fin_area,34700,sq um
global_route,antenna_found_initial,3,
clock_network,cts_hold_buf,0,
routing,dr_total_vias,33600,
finish,drive_gt1_frac,0.0654,
timing,finalClockPeriodUsage,0.961,
yosys,yosys_cells,4697,
timing,layout_setup_ws,1930,ps
flow_run,cap_violations,0,
timing,relSlewSlack,0.276,
power,p_int,58500,uW
routing,first_iter_violations,2357,
global_route,track_usage,0.333,
worst_setup_path,crit_required,39280,ps
worst_setup_path,start_kind,"input pin",
routing,detail_route.wl_per_cell,19.3,um
floorplanning,fp-utilization,0.510,
yosys,ys_seq_frac,0,
global_route,grt_max_degree,38,
floorplanning,fp.coreArea,63500,sq um
worst_setup_path,crit_start,"in_s0[0]",
power,power_density,4130,nW/um^2
worst_setup_path,worstPathMaxFanout,15,
worst_setup_path,cpPeakStageDelay,830,ps
place,placed_area,34500,sq um
floorplanning,die_y,257,um
timing,worst_pin_slew,1060,ps
yosys,synth_cell_type_count,108,
global_route,overflow,0,
yosys,synth_cells,4697,
finish,layout.area.comb,30300,sq um
yosys,netlist_area,32400,sq um
routing,drt.antenna.violating_nets,0,
timing,drv_slew,0,
timing,setup_viol,0,
place,dp_cells,5598,
global_route,grt_pass1_wl,173000,um
timing,timing.fmax,0.0212,GHz
routing,wirelength,108000,um
worst_setup_path,crit_arrival,37350,ps
finish,num-clock-buffers,0,
finish,seqCellArea,0,sq um
finish,stdcell_count,5602,
floorplanning,rows,92,
global_route,grt_pass1_vias,31300,
finish,area_growth,7.10,%
power,power.switching,84700,uW
yosys,ys.warnings.count,2,
timing,min_period,47170,ps
place,place_ws,332,ps
worst_hold_path,min-delay-start,"opt[2]",
routing,dr.pass1.iters,6,
place,port-buffer-count,60,
yosys,syn_avg_cell_area,6.90,sq um
finish,ff_count,0,
timing,hold_viol_final,0,
worst_setup_path,criticalPathCategory,"in -> out",
timing,finalSetupTns,0,ps
floorplanning,chipWidth,257,um
yosys,yosysChipArea,32400,sq um
flow_run,log.warning_count,63,
worst_hold_path,min_path_type,"in -> out",
==> worst max-delay path: cells and delay by family <==
kind | cells | cell delay [ps]
simple gates | 24 | 5130
mux | 1 | 160
buf+inv | 16 | 4020
fa+ha+maj | 17 | 6290
compound gates | 46 | 11250
xor+xnor | 3 | 620
==> synth_stat cells (71+ instances only) <==
master	count	area [sq um]
clkbuf_1	120	450
o21ai_0	288	1440
nor2b_1	71	444
nand3_1	147	736
nand2_1	339	1270
o21a_1	101	758
nand4_1	80	500
inv_1	469	1760
a21o_1	82	616
nor2_1	452	1700
xnor2_1	300	2630
nor3_1	125	626
nand2b_1	75	469
fa_1	78	1560
ha_1	549	6870
xor2_1	77	674
mux2i_1	86	861
a21oi_1	288	1440
==> stage by stage <==
stage	hold WS (ps)	utilization	total power (uW)
after floorplan	19720	-	109000
after global placement	20820	0.543	141000
after detailed placement	20810	0.543	142000
after CTS	20820	0.543	143000
after global routing	20830	0.546	157000
final	20850	0.546	143000
==> final cells by class <==
class / count / share of cell area
tap: 846 / 0.0305
timing repair buffer: 179 / 0.0430
inverter: 482 / 0.0523
multi-input combinational: 4093 / 0.874
antenna: 2 / 0.000144
==> repair_timing <==
item / in CTS / in global routing
endpoints found under the setup margin: 0 / 3
gates resized: 0 / 47
buffers inserted: 0 / 2
==> placed cells by master, fill, tap and decap left out, types with 75 or more instances in the layout <==
| master | synthesis | routed |
|---|---|---|
| a21o_1 | 82 | 82 |
| ha_1 | 549 | 549 |
| nor2_1 | 452 | 449 |
| fa_1 | 78 | 78 |
| nand3_1 | 147 | 147 |
| nor3_1 | 125 | 122 |
| xnor2_1 | 300 | 299 |
| buf_4 | 5 | 120 |
| xor2_1 | 77 | 77 |
| nand2_1 | 339 | 339 |
| o21ai_0 | 288 | 284 |
| o21a_1 | 101 | 100 |
| nand2b_1 | 75 | 75 |
| a21oi_1 | 288 | 283 |
| inv_1 | 469 | 469 |
| nand4_1 | 80 | 80 |
| mux2i_1 | 86 | 84 |
==> metal layers <==
metal  routed length [um]  track usage
met1                50400        0.479
met3                 7100       0.0469
met5                    0            0
met4                 2760       0.0693
met2                48000        0.532
==> worst paths after layout <==
check	cells past startpoint	to
worst max-delay path	107	out[2]
worst min-delay path	4	out[1]
==> power by group through the flow <==
| stage | logic (uW) | clock network (uW) | registers (uW) |
|---|---|---|---|
| 5_1_grt | 157000 | 0 | 0 |
| 4_1_cts | 143000 | 0 | 0 |
==> kinds of logic after synthesis <==
| logic type | share of synthesized area |
|---|---|
| simple gates | 0.245 |
| compound gates | 0.267 |
| fa+ha+maj | 0.266 |
| buf+inv | 0.0741 |
| xor+xnor | 0.103 |
| mux | 0.0433 |
| other cells | 0.000116 |
Power and IR drop assume default switching activity.
