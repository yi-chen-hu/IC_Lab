==> flow/design.v <==
module MMT(
    clk,
    rst_n,
    in_valid,
	in_valid2,
    matrix,
	matrix_size,
    matrix_idx,
    mode,
    out_valid,
    out_value
);
input        clk, rst_n, in_valid, in_valid2;
input [7:0] matrix;
input [1:0]  matrix_size,mode;
input [4:0]  matrix_idx;
output reg       	     out_valid;
output reg signed [49:0] out_value;
integer i;
wire [7:0] q[31:0];
reg wen[31:0];
reg [7:0] address[31:0];
reg [7:0] data_in[31:0];
wire [19:0] ab_out;
reg ab_wen;
reg [3:0] ab_address;
reg [19:0] ab_data_in;
wire [7:0] b_q;
reg b_wen;
reg [7:0] b_address;
reg [7:0] b_data_in;
wire [7:0] c_q;
reg c_wen;
reg [7:0] c_address;
reg [7:0] c_data_in;
reg [1:0] ms;
reg [7:0] cap;
reg [7:0] ctr, ctr_comb;
reg [5:0] idx, idx_comb;
reg [1:0] mod;
reg [4:0] idx_matrix[2:0];
reg [3:0] B_col;
reg [3:0] size;
reg [7:0] address_A;
reg [7:0] address_B;
reg [7:0] address_C;
reg [3:0] row;
reg [29:0] mult_a;
reg [29:0] mult_b;
wire [29:0] product;
reg [33:0] add_a;
reg [33:0] add_b;
wire [33:0] sum;
reg [7:0] prev_ctr, prev_prev_ctr;
reg [3:0] prev_B_col;
reg [3:0] prev_row, prev_prev_row;
reg [7:0] q_dff;
reg [33:0] trace_value;
wire same;
reg [2:0] state;
reg [2:0] next_state;
reg [2:0] prev_state;
reg [2:0] prev_prev_state;
parameter S_IDLE 	= 0;
parameter S_INPUT1	= 1;
parameter S_INPUT2 	= 2;
parameter S_AB		= 3;
parameter S_ABC		= 4;
parameter S_OUT 	= 5;
parameter S_WAIT1	= 6;
parameter S_SAVE	= 7;
always @(posedge clk or negedge rst_n)
	if (!rst_n)
		state <= S_IDLE;
	else
		state <= next_state;
always @(*)
	case(state)
		S_IDLE:		next_state = in_valid ? S_INPUT1 : (in_valid2 ? S_INPUT2 : S_IDLE);
		S_INPUT1:	next_state = in_valid ? S_INPUT1 : S_IDLE;
		S_INPUT2:	next_state = in_valid2 ? S_INPUT2 : (same ? S_SAVE : S_AB);
		S_SAVE:		next_state = ctr == cap ? S_WAIT1 : S_SAVE;
		S_WAIT1:	next_state = S_AB;
		S_AB:		next_state = B_col == size && ctr == size ? S_ABC : S_AB;
		S_ABC:		next_state = ctr == size ? (row == size ? S_OUT : S_WAIT1) : S_ABC;
		S_OUT:		next_state = S_IDLE;
	endcase
genvar iii;
generate
	for (iii = 0; iii < 32; iii = iii + 1) begin: SRAM
		RA1SH SRAM (
			.Q(q[iii]),
			.CLK(clk),
			.CEN(1'b0),
			.WEN(wen[iii]),
			.A(address[iii]),
			.D(matrix),
			.OEN(1'b0)
			);
	end
endgenerate
RA1SH B (
	.Q(b_q),
	.CLK(clk),
	.CEN(1'b0),
	.WEN(b_wen),
	.A(b_address),
	.D(b_data_in),
	.OEN(1'b0)
	);
RA1SH C (
	.Q(c_q),
	.CLK(clk),
	.CEN(1'b0),
	.WEN(c_wen),
	.A(c_address),
	.D(c_data_in),
	.OEN(1'b0)
	);
always @(*)
	if (prev_state == S_SAVE)
		b_wen = 0;
	else
		b_wen = 1;
always @(*)
	if (prev_state == S_SAVE)
		c_wen = 0;
	else
		c_wen = 1;
always @(*)
	if (prev_state == S_SAVE)
		b_address = prev_ctr;
	else  
		b_address = address_B;
always @(*)
	if (prev_state == S_SAVE)
		c_address = prev_ctr;
	else  
		c_address = address_C;
always @(*)
	b_data_in = q[idx_matrix[1]];
always @(*)
	c_data_in = q[idx_matrix[2]];
always @(posedge clk)
	if (state == S_IDLE && next_state == S_INPUT1)
		ms <= matrix_size;
always @(*)
	case(ms)
		0:		cap = 3;
		1:		cap = 15;
		2:		cap = 63;
		default:cap = 255;
	endcase
always @(*)
	case(ms)
		0:		size = 1;
		1:		size = 3;
		2:		size = 7;
		default:size = 15;
	endcase
always @(posedge clk)
	ctr <= ctr_comb;
always @(*)
	if (in_valid) begin
		if (ctr == cap)
			ctr_comb = 0;
		else
			ctr_comb = ctr + 1;
	end
	else if (state == S_IDLE)
		ctr_comb = 0;
	else if (state == S_SAVE) begin
		if (ctr == cap)
			ctr_comb = 0;
		else
			ctr_comb = ctr + 1;
	end
	else if (state == S_AB) begin
		if (ctr == size)
			ctr_comb = 0;
		else
			ctr_comb = ctr + 1;
	end
	else if (state == S_ABC) begin
		if (ctr == size)
			ctr_comb = 0;
		else
			ctr_comb = ctr + 1;
	end
	else
		ctr_comb = ctr;
always @(posedge clk)
	if (state == S_INPUT2)
		B_col <= 0;
	else if (state == S_AB && next_state == S_ABC)
		B_col <= 0;
	else if (state == S_WAIT1)
		B_col <= 0;
	else if (state == S_AB && ctr == size)
		B_col <= B_col + 1;
always @(posedge clk)
	if (state == S_INPUT2)
		row <= 0;
	else if (state == S_WAIT1 && prev_state != S_SAVE)
		row <= row + 1;
always @(posedge clk)
	idx <= idx_comb;
always @(*)
	if (in_valid2)
		idx_comb = idx + 1;
	else if (state == S_IDLE)
		idx_comb = 0;
	else if (ctr == cap)
		idx_comb = idx + 1;
	else
		idx_comb = idx;
always @(*)
	if (in_valid)
		for (i = 0; i < 32; i = i + 1)
			if (i == idx)
				wen[i] = 0;
			else
				wen[i] = 1;
	else
		for (i = 0; i < 32; i = i + 1)
			wen[i] = 1;
always @(*)
	if (mod == 2'b01) begin
		if (ms == 0)
			address_A = {6'b0, ctr[0], row[0]};
		else if (ms == 1)
			address_A = {4'b0, ctr[1:0], row[1:0]};
		else if (ms == 2)
			address_A = {2'b0, ctr[2:0], row[2:0]};
		else
			address_A = {ctr[3:0], row[3:0]};
	end	
	else begin
		if (ms == 0)
			address_A = {6'b0, row[0], ctr[0]};
		else if (ms == 1)
			address_A = {4'b0, row[1:0], ctr[1:0]};
		else if (ms == 2)
			address_A = {2'b0, row[2:0], ctr[2:0]};
		else
			address_A = {row[3:0], ctr[3:0]};
	end
always @(*)
	if (mod == 2'b10) begin
		if (ms == 0)
			address_B = {6'b0, B_col[0], ctr[0]};
		else if (ms == 1)
			address_B = {4'b0, B_col[1:0], ctr[1:0]};
		else if (ms == 2)
			address_B = {2'b0, B_col[2:0], ctr[2:0]};
		else
			address_B = {B_col[3:0], ctr[3:0]};
	end	
	else begin
		if (ms == 0)
			address_B = {6'b0, ctr[0], B_col[0]};
		else if (ms == 1)
			address_B = {4'b0, ctr[1:0], B_col[1:0]};
		else if (ms == 2)
			address_B = {2'b0, ctr[2:0], B_col[2:0]};
		else
			address_B = {ctr[3:0], B_col[3:0]};
	end
always @(*)
	if (mod == 2'b11) begin
		if (ms == 0)
			address_C = {6'b0, row[0], ctr[0]};
		else if (ms == 1)
			address_C = {4'b0, row[1:0], ctr[1:0]};
		else if (ms == 2)
			address_C = {2'b0, row[2:0], ctr[2:0]};
		else
			address_C = {row[3:0], ctr[3:0]};
	end	
	else begin
		if (ms == 0)
			address_C = {6'b0, ctr[0], row[0]};
		else if (ms == 1)
			address_C = {4'b0, ctr[1:0], row[1:0]};
		else if (ms == 2)
			address_C = {2'b0, ctr[2:0], row[2:0]};
		else
			address_C = {ctr[3:0], row[3:0]};
	end
always @(*)
	if (in_valid)
		for (i = 0; i < 32; i = i + 1)
			address[i] = ctr;
	else if (state == S_SAVE)
		for (i = 0; i < 32; i = i + 1)
			address[i] = ctr;
	else if (state == S_AB)
		for (i = 0; i < 32; i = i + 1)
			if (i == idx_matrix[0])
				address[i] = address_A;
			else  
				address[i] = address_B;
	else if (state == S_ABC)
		for (i = 0; i < 32; i = i + 1)
			address[i] = address_C;
	else
		for (i = 0; i < 32; i = i + 1)
			address[i] = address_C;
always @(posedge clk)
	if (state == S_IDLE && next_state == S_INPUT2)
		mod <= mode;
	else if (state == S_IDLE)
		mod <= 0;
always @(posedge clk)
	if (in_valid2) begin
		idx_matrix[0] <= idx_matrix[1];
		idx_matrix[1] <= idx_matrix[2];
		idx_matrix[2] <= matrix_idx;
	end
assign same = idx_matrix[0] == idx_matrix[1] || idx_matrix[1] == idx_matrix[2] || idx_matrix[0] == idx_matrix[2];
RA1SH_20bit AB (
	.Q(ab_out),
	.CLK(clk),
	.CEN(1'b0),
	.WEN(ab_wen),
	.A(ab_address),
	.D(ab_data_in),
	.OEN(1'b0)
	);
always @(posedge clk) begin
	prev_state <= state;
	prev_prev_state <= prev_state;
end
always @(posedge clk) begin
	prev_ctr <= ctr;
	prev_prev_ctr <= prev_ctr;
end
always @(posedge clk)
	if (same)
		q_dff <= c_q;
	else
		q_dff <= q[idx_matrix[2]];
always @(*)
	if (prev_prev_state == S_ABC)
		mult_a = ab_out[19] ? {{10{1'b1}}, ab_out} : {{10{1'b0}}, ab_out};
	else  
		mult_a = q[idx_matrix[0]][7] ? {{22{1'b1}}, q[idx_matrix[0]]} : {{22{1'b0}}, q[idx_matrix[0]]};
always @(*)
	if (prev_prev_state == S_ABC)
		mult_b = q_dff[7] ? {{22{1'b1}}, q_dff} : {{22{1'b0}}, q_dff};
	else begin  
		if (same)
			mult_b = b_q[7] ? {{22{1'b1}}, b_q} : {{22{1'b0}}, b_q};
		else
			mult_b = q[idx_matrix[1]][7] ? {{22{1'b1}}, q[idx_matrix[1]]} : {{22{1'b0}}, q[idx_matrix[1]]};
	end
always @(*)
	add_a = product[29] ? {{4{1'b1}}, product} : {{4{1'b0}}, product};
always @(*)
	if (prev_prev_state == S_ABC)
		add_b = trace_value;
	else begin
		if (prev_ctr == 0)
			add_b = 0;
		else
			add_b = ab_out[19] ? {{30{1'b1}}, ab_out} : {{30{1'b0}}, ab_out};
	end
always @(*)
	if (prev_state == S_AB)
		ab_wen = 0;
	else  
		ab_wen = 1;
always @(posedge clk)
	prev_B_col <= B_col;
always @(*)
	if (prev_state == S_AB)
		ab_address = prev_B_col;
	else  
		ab_address = prev_ctr;
always @(*)
	ab_data_in = sum;
always @(posedge clk) begin
	prev_row <= row;
	prev_prev_row <= prev_row;
end
always @(posedge clk)
	if (prev_prev_state == S_IDLE)
		trace_value <= 0;
	else if (prev_prev_state == S_ABC)
		trace_value <= sum;
multiplier multiplier (
	.a(mult_a),
	.b(mult_b),
	.product(product)
	);
adder adder (
	.a(add_a),
	.b(add_b),
	.sum(sum)
	);
always @(posedge clk or negedge rst_n)
	if (!rst_n)
		out_valid <= 0;
	else if (prev_prev_state == S_OUT)
		out_valid <= 1;
	else
		out_valid <= 0;
always @(posedge clk or negedge rst_n)
	if (!rst_n)
		out_value <= 0;
	else if (prev_prev_state == S_OUT)
		out_value <= trace_value[33] ? {{16{1'b1}}, trace_value} : {{16{1'b0}}, trace_value};
	else
		out_value <= 0;
endmodule
module multiplier(
	a,
	b,
	product
	);
input signed [29:0] a;
input signed [29:0] b;
output reg [29:0] product;
always @(*)
	product = a * b;
endmodule
module adder(
	a,
	b,
	sum
	);
input signed [33:0] a;
input signed [33:0] b;
output reg [33:0] sum;
always @(*)
	sum = a + b;
endmodule
==> flow/run.sh <==
#!/bin/bash
# OpenROAD 26Q1-2900-gdf79404cd8, Yosys 0.63+post, stock flow scripts
make -C /OpenROAD-flow-scripts/flow DESIGN_CONFIG=/design/flow/config.mk WORK_HOME=/design/flow/orfs finish
==> flow/config.mk <==
export PLATFORM = sky130hd
export DESIGN_NAME = multiplier
export DESIGN_NICKNAME = multiplier
export VERILOG_FILES = /design/flow/design.v
export SDC_FILE = /design/flow/constraint.sdc
export NUM_CORES = 4
export LEC_CHECK = 1
export CORE_UTILIZATION = 50
==> flow/constraint.sdc <==
current_design multiplier

set clk_period 24.7
set clk_io_pct 0.2

create_clock -name clk0 -period $clk_period

set non_clock_inputs [all_inputs -no_clocks]
set_input_delay [expr $clk_period * $clk_io_pct] -clock clk0 $non_clock_inputs
set_output_delay [expr $clk_period * $clk_io_pct] -clock clk0 [all_outputs]
==> flow_summary.rst <==
Physical design figures
=======================

.. list-table::
   :header-rows: 1

   * - Metric
     - Value
   * - Status
     - finished, final reports clean
   * - Gates resized, CTS repair
     - 0
   * - Via/cell ratio
     - 4.99
   * - Pre-placement core utilization
     - 50.8%
   * - DP HPWL
     - 29.0 mm
   * - Leakage power summed over all cells
     - 8.26 nW
   * - Total power divided by cell area
     - 377 nW/um2
   * - Power Internal
     - 3.15 mW
   * - Yosys Warn Count
     - 1
   * - Pre-antenna DRT Iters
     - 4
   * - Residual overflow from global routing
     - 0
   * - Synthesis-to-finish area growth
     - 8.94%
   * - IO Port Bufs
     - 90
   * - Post-layout minimum cycle time
     - 17.44 ns
   * - Max Cap Viol
     - 0
   * - Avg Inst Size Synth
     - 8.72 um2
   * - # hold bufs at CTS
     - 0
   * - Final tally of hold violations
     - 0
   * - Synthesized instance count
     - 1678
   * - Max IR drop VDD
     - 0.000533 V
   * - Critical path start-end classification
     - in -> out
   * - Worst Path Arrival
     - 12.50 ns
   * - Area contributors post-synth
     - sky130_fd_sc_hd__fa_1 (48%), sky130_fd_sc_hd__ha_1 (12%), sky130_fd_sc_hd__and2_1 (11%)
   * - Number of cell instances after yosys synthesis
     - 1678
   * - Total negative setup slack
     - 0 ns
   * - Filler Cell Count
     - 2615
   * - Post-CTS Setup Inserts
     - 0
   * - Fin worst setup slack
     - 7.26 ns
   * - Share of Yosys cell area claimed by the top area cell type
     - 48.3%
   * - Number of global-route vias before repair
     - 11355
   * - Placer Congestion
     - 0.886
   * - Std cell rows
     - 62
   * - Worst max-slew margin expressed relative to the limit
     - 43.2%
   * - Highest clock rate
     - 57.3 MHz
   * - WP data required
     - 19.76 ns
   * - Average detailed-routed wire length per instance
     - 17.6 um
   * - Initial drt markers
     - 427
   * - Worst min path class
     - in -> out
   * - Fin crit share
     - 70.6%
   * - Number of warnings in the stage logs
     - 32
   * - Wire length of the first global-routing pass
     - 61.5 mm
   * - Share of layout cells above drive strength 1
     - 2.38%
   * - Flop count
     - 0
   * - Top Ports
     - 90
   * - Count of final max-slew check failures
     - 0
   * - Height of the die
     - 173 um
   * - Net switching power
     - 2.86 mW
   * - Transition time at the pin with the least slew margin
     - 0.850 ns
   * - Routed Antenna Nets
     - 0
   * - Yosys Chip Area
     - 14600 um2
   * - Worst slack at placement
     - 7.23 ns
   * - Total wire length after detailed routing
     - 37.0 mm
   * - Via total after detailed routing
     - 10511
   * - Count of placed standard cells including taps
     - 2104
   * - Sequential share of the synthesized area
     - 0%
   * - Syn Std Cell Area
     - 14600 um2
   * - Area used by sequential logic in the layout
     - 0 um2
   * - Largest net degree at the start of global routing
     - 31
   * - CLK BUF
     - 0
   * - Die W
     - 173 um
   * - Switching power share of the total
     - 47.6%
   * - Summed area of non-filler cells in the final layout
     - 15900 um2
   * - Initial antenna violation count
     - 0
   * - Post-route DRC
     - 0
   * - Die Size
     - 29900 um2
   * - Count of placed standard cells in the final layout, fillers left out
     - 2105
   * - Unrepaired setup endpoints after global routing
     - false
   * - Total track usage
     - 28.8%
   * - Largest fanout on the critical path
     - 19
   * - Final setup vio count
     - 0
   * - Library cell occupying the most area in the post-synthesis netlist
     - sky130_fd_sc_hd__fa_1
   * - Netlist cell types
     - 47
   * - Startpoint type of the worst setup path
     - primary input
   * - Setup crit end kind
     - output port
   * - Core Box Area
     - 28800 um2
   * - Total placed instance area
     - 15900 um2
worst paths after layout:
check,end,from,cells after the start,slack [ns]
min,product[0],a[0],4,11.12
max,product[27],a[11],25,7.26
layout make-up:
type	instances	area (um2)	share of cell area (%)
Tap cell	384	480	3.01
Inverter	430	1610	10.1
Antenna cell	1	2.50	0.0157
Timing Repair Buffer	120	1130	7.07
Multi-Input combinational cell	1170	12700	79.8
power by group through the flow:
| stage | combinational [mW] | sequential (mW) | clock [mW] |
|---|---|---|---|
| after CTS | 6.08 | 0 | 0 |
| after global routing | 6.81 | 0 | 0 |
per-stage QoR:
stage | hold slack [ns] | util [%] | power (mW)
2_1_floorplan | 10.16 | - | 3.76
3_5_place_dp | 11.11 | 55.4 | 6.05
6_report | 11.12 | 55.4 | 6.00
4_1_cts | 11.12 | 55.4 | 6.08
5_1_grt | 11.17 | 55.4 | 6.81
3_3_place_gp | 11.12 | 55.4 | 6.03
synth_stat cells (3+ instances only):
cell,n
sky130_fd_sc_hd__o21a_1,3
sky130_fd_sc_hd__xnor2_1,65
sky130_fd_sc_hd__ha_1,140
sky130_fd_sc_hd__nor2_1,12
sky130_fd_sc_hd__xor2_1,15
sky130_fd_sc_hd__a21o_1,11
sky130_fd_sc_hd__nand3_1,7
sky130_fd_sc_hd__o21ai_0,9
sky130_fd_sc_hd__fa_1,353
sky130_fd_sc_hd__a21oi_1,24
sky130_fd_sc_hd__clkbuf_1,72
sky130_fd_sc_hd__and2_1,264
sky130_fd_sc_hd__nand2b_1,3
sky130_fd_sc_hd__nor3_1,4
sky130_fd_sc_hd__buf_2,3
sky130_fd_sc_hd__o21bai_1,3
sky130_fd_sc_hd__nand4_1,4
sky130_fd_sc_hd__inv_1,430
sky130_fd_sc_hd__nand2_1,221
layer usage:
metal  wire length (um)  track usage (%)  up-vias
met5                  0                0        -
met4                912             4.72        0
met3               2840             7.56       52
met2              17300             44.9      339
met1              16000             44.5     5237
li1                   -                -     4883
cell families after synthesis:
| family | after synthesis | synth area share [%] |
|---|---|---|
| xor+xnor | 81 | 4.90 |
| buf+inv | 508 | 13.1 |
| simple gates | 525 | 18.4 |
| compound gates | 71 | 3.29 |
| fa+ha+maj | 493 | 60.3 |
cell usage in the layout, fill, tap and decap left out, types with 3 or more instances in the layout:
cell	synthesis	layout
sky130_fd_sc_hd__nand2b_1	3	3
sky130_fd_sc_hd__inv_1	430	430
sky130_fd_sc_hd__nand4_1	4	4
sky130_fd_sc_hd__nand3_1	7	7
sky130_fd_sc_hd__and2_1	264	264
sky130_fd_sc_hd__xor2_1	15	15
sky130_fd_sc_hd__o21ai_0	9	9
sky130_fd_sc_hd__buf_4	1	30
sky130_fd_sc_hd__ha_1	140	140
sky130_fd_sc_hd__a21o_1	11	11
sky130_fd_sc_hd__o21a_1	3	3
sky130_fd_sc_hd__nor2_1	12	12
sky130_fd_sc_hd__xnor2_1	65	65
sky130_fd_sc_hd__nand2_1	221	221
sky130_fd_sc_hd__nor3_1	4	4
sky130_fd_sc_hd__a21oi_1	24	24
sky130_fd_sc_hd__o21bai_1	3	3
sky130_fd_sc_hd__fa_1	353	353
sky130_fd_sc_hd__clkdlybuf4s50_1	0	90
critical path, cell delays in order:
cell,delay [ns]
sky130_fd_sc_hd__clkdlybuf4s50_1,0.87
sky130_fd_sc_hd__and2_1,0.41
sky130_fd_sc_hd__fa_1,0.46
sky130_fd_sc_hd__fa_1,0.49
sky130_fd_sc_hd__fa_1,0.54
sky130_fd_sc_hd__inv_1,0.06
sky130_fd_sc_hd__fa_1,0.47
sky130_fd_sc_hd__inv_1,0.05
sky130_fd_sc_hd__fa_1,0.50
sky130_fd_sc_hd__inv_1,0.05
sky130_fd_sc_hd__fa_1,0.52
sky130_fd_sc_hd__inv_1,0.05
sky130_fd_sc_hd__fa_1,0.48
sky130_fd_sc_hd__inv_1,0.05
sky130_fd_sc_hd__fa_1,0.47
sky130_fd_sc_hd__inv_1,0.04
sky130_fd_sc_hd__ha_1,0.39
sky130_fd_sc_hd__a21oi_1,0.17
sky130_fd_sc_hd__nor2_1,0.05
sky130_fd_sc_hd__a211o_1,0.30
sky130_fd_sc_hd__a21oi_2,0.16
sky130_fd_sc_hd__o21ai_1,0.12
sky130_fd_sc_hd__a41oi_1,0.21
sky130_fd_sc_hd__a2bb2oi_1,0.18
sky130_fd_sc_hd__clkdlybuf4s50_1,0.48
Power is estimated from default activity; no workload was simulated.
